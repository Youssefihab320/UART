### flow/run.sh
#!/bin/bash
# OpenROAD 26Q1-2900-gdf79404cd8, Yosys 0.63+post, stock flow scripts
make -C /OpenROAD-flow-scripts/flow DESIGN_CONFIG=/design/flow/config.mk WORK_HOME=/design/flow/orfs finish
### flow/config.mk
export PLATFORM = sky130hd
export DESIGN_NAME = UART
export DESIGN_NICKNAME = UART
export VERILOG_FILES = /design/flow/design.v
export SDC_FILE = /design/flow/constraint.sdc
export NUM_CORES = 4
export LEC_CHECK = 1
export CORE_AREA = 10 10 96 96
export DIE_AREA = 0 0 106 106
### flow/constraint.sdc
current_design UART

set clk_period 2.0
set clk_io_pct 0.2

create_clock -name clk0 -period $clk_period [get_ports {clk}]

set non_clock_inputs [all_inputs -no_clocks]
set_input_delay [expr $clk_period * $clk_io_pct] -clock clk0 $non_clock_inputs
set_output_delay [expr $clk_period * $clk_io_pct] -clock clk0 [all_outputs]
### flow/design.v
module RX(TX , clk , reset , data);
    input TX , clk , reset ;
    output [7:0] data ;
wire [3:0] counter_out ;
wire enable ;
wire [9:0] out ;
dmux_RX M1 ( .in(TX) , .sel(counter_out), .out(out) );
register R1 ( .clk(clk) , .load(enable) , .reset(reset) , 
                .D( out[8:1] ),
                .Q(data) 
                );
mod10_counter C1 (.clk(clk) , .reset(reset) , .en(enable) ,
                    .Q(counter_out) 
                    );
endmodule
module dmux_RX(in ,sel ,out);
    input in ;
    input [3:0] sel;
    output reg [9:0] out ;
    initial begin
        out = 10'b0;
    end
    always @ (*) begin 
        case(sel)
            4'b0000:  out[0] = in ;
            4'b0001:  out[1] = in ;
            4'b0010:  out[2] = in ;
            4'b0011:  out[3] = in ;
            4'b0100:  out[4] = in ;
            4'b0101:  out[5] = in ;
            4'b0110:  out[6] = in ;
            4'b0111:  out[7] = in ;
            4'b1000:  out[8] = in ;
            4'b1001:  out[9] = in ;
            default : out = 1'b0 ;
        endcase 
    end  
endmodule
module register(clk , load , reset ,D , Q);
    input clk , load , reset ;
    input [7:0] D ;
    output reg [7:0] Q ;
    always @ ( negedge clk or negedge reset) begin 
        if (!reset) 
            Q <= 'b0 ;
        else if (load)
            Q <= D ;
        else 
            Q <= Q ;
    end
endmodule
module counter8bit(clk , reset , Q );
    input clk , reset ;
    output reg [7:0] Q ;
    always @ (posedge clk or negedge reset) begin 
        if(!reset)
            Q <= 'b0 ;
        else 
            Q <= Q + 1 ;  
    end   
endmodule
module mod10_counter(clk , reset , en , Q);
    input clk , reset ;
    output en ;
    output reg [3:0] Q ;
    always @ (posedge clk or negedge reset ) begin 
        if( !reset ) 
            Q <= 'b0 ;
        else if ( Q == 9 ) 
            Q <= 'b0 ;
        else 
            Q <= Q + 1 ;
    end
    assign en = ( Q == 9 ) ;
endmodule
module mux_TX(start_bit, data , end_bit ,sel , out );
    input start_bit , end_bit ;
    input [3:0] sel ;
    input [7:0] data ;
    output reg out ;
    always @ (*) begin 
        case(sel)
            4'b0000:  out = start_bit ;
            4'b0001:  out = data[0] ;
            4'b0010:  out = data[1] ;
            4'b0011:  out = data[2] ;
            4'b0100:  out = data[3] ;
            4'b0101:  out = data[4] ;
            4'b0110:  out = data[5] ;
            4'b0111:  out = data[6] ;
            4'b1000:  out = data[7] ;
            4'b1001:  out = end_bit ;
            default : out = 1'b0 ;
        endcase 
    end
endmodule
module top(clk , reset , TX );
    input clk , reset ;
    output TX ;
    wire [7:0] data ;
    wire [3:0] sel ;
    wire en;
    counter8bit C1 (
                     .clk(en),
                     .reset(reset),
                     .Q(data)
          ); 
    mod10_counter C2 (
                        .clk(clk),
                        .reset(reset),
                        .Q(sel),
                        .en(en)
          );      
    mux_TX MUX (
                        .start_bit(1'b0),
                        .data(data),
                        .end_bit(1'b1),
                        .sel(sel),
                        .out(TX)
          );
endmodule
module UART( clk , reset , data ) ;
   input clk , reset ;
   output [7:0] data ; 
   wire in ;
  top TX (.clk(clk) , .reset(reset) , .TX(in) ) ;
  RX RX (.TX(in) , .clk(clk) , .reset(reset) , .data(data) ) ; 
endmodule
==> impl_metrics.csv <==
group,metric,value,unit
outcome,status,"finished with violations",
outcome,violations,"negative setup slack",
critical_path,worstPathMaxFanout,8,
grt,grt_pass1_wl,4215,µm
critical_path,startpoint_type,"flip-flop",
detailed_routing,firstDrtPassIters,4,
hold_path,hold_start,"RX.R1.Q[7]",
detailed_routing,vias,892,
critical_path,crit_type,"flip-flop to flip-flop",
critical_path,r2r_slack,-0.25,ns
placed_design,pre_cts_slack,-0.2682,ns
yosys,syn-cell-area,1338,µm²
detailed_routing,drt_iter0_drc,35,
floorplanning,die_x,106,µm
finish,fin_util,22.70,%
clock_network,root_buffer,"clkbuf_8",
grt,use_met2,6.140,%
sta,finalHoldViolations,0,
placed_design,gp_congestion,0.8175,
critical_path,r2r-end,"RX.R1.Q[2]",
clock_network,numCtsBuffers,3,
hold_path,hold_path_depth,1,
grt,antenna_found_initial,0,
clock_network,cts_tree,"yes",
hold_path,hold_end,"RX.R1.Q[7]",
critical_path,path_depth,3,
placed_design,dpl_cell_area,1593,µm²
placed_design,io_buffers,9,
critical_path,worstPathRequired,1.11,ns
sta,slew_violations,0,
finish,layout_top_cell,"dfrtn_1",
power_and_ir_drop,p_total,626.3,µW
detailed_routing,drcViolationCount,0,
grt,overflow,0,
power_and_ir_drop,p_per_area,382.4,nW/µm²
detailed_routing,via_per_inst,3.701,
critical_path,crit_family,"flip-flops",
hold_path,min_path_type,"flip-flop to flip-flop",
detailed_routing,routed_wl,2365,µm
clock_network,htreeDepth,1,
yosys,ys_types,33,
floorplanning,core_area,7214,µm²
sta,rsz0062_at_grt,"yes",
grt,grt_max_degree,25,
critical_path,slowest_delay,0.41,ns
finish,finalNonFillerCells,241,
grt,grt_use_total,4.350,%
floorplanning,chipArea,11240,µm²
floorplanning,ios,10,
yosys,numSynthFlops,32,
sta,untimed_endpoints,16,
grt,grtUsageMet3,1.223,%
yosys,yosys_cells,126,
grt,use_met1,6.621,%
placed_design,place_inst,233,
finish,fin_area,1638,µm²
finish,lay_top_cells,"16 x dfrtn_1, 10 x buf_4, 9 x o21ai_0",
detailed_routing,wl_per_cell,9.813,µm
flow_run,max_cap_viol_count,0,
sta,skew,0.01825,ns
grt,top_usage_layer,"met1",
critical_path,worstPathArrival,1.36,ns
detailed_routing,antenna_cells,0,
critical_path,path_cells,"nor2b_4 -> and2_4 -> mux2_2",
critical_path,crit_path_end_kind,"flip-flop",
yosys,avgSynthCellArea,10.62,µm²
sta,maxSlewHeadroom,77.52,%
power_and_ir_drop,leakagePower,0.7217,nW
floorplanning,dieHeight,106,µm
finish,drive_above_1_share,26.76,%
critical_path,worstReg2RegStart,"RX.C1.Q[2]",
finish,final.fill_count,801,
placed_design,hpwl,1735,µm
clock_network,clk_pin_slew,0.06,ns
sta,fin_hold_ws,0.4471,ns
detailed_routing,ant_nets,0,
finish,areaGrowthSynthToFinish,22.45,%
yosys,yosys_warnings,5,
clock_network,cts_max_path_buffers,2,
sta,setup_violations,16,
critical_path,path_buffers,0,
yosys,netlist_instances,126,
sta,unclocked_regs,16,
critical_path,r2r_cells,3,
power_and_ir_drop,vdd_drop_max,0.2009,mV
floorplanning,fp_util,18.54,%
yosys,yosysChipArea,1338,µm²
grt,grt_pass1_vias,898,
sta,setup_slack,-0.2478,ns
sta,finalSetupTns,-3.163,ns
critical_path,crit_slowest_cell,"dfrtp_1",
floorplanning,row_count,31,
flow_run,warning_count,28,
sta,worst_slew_pin_slew,0.3346,ns
clock_network,hold_buffers,0,
clock_network,insertion_delay,0.26,ns
[sequential cells by signal, indices dropped and copies added (netlist names)]
register	cells
RX.M1.out	8
RX.R1.Q	8
TX.C1.Q	8
RX.C1.Q	4
TX.C2.Q	4
[cell type report]
type	count	area, µm²	area share [%]
Clock buffer	4	55.05	3.361
Sequential cell	32	720.7	44.00
Inverter	6	22.52	1.375
Timing Repair Buffer	20	145.1	8.862
Tap cell	99	123.9	7.563
Multi-Input combinational cell	80	570.5	34.84
[power by group]
part / leakage (nW) / switching [mW] / total [mW] / internal, mW
combinational: 0.317 / 0.00990 / 0.0156 / 0.00570
clock: 0.0288 / 0.112 / 0.286 / 0.175
sequential: 0.376 / 0 / 0.325 / 0.325
total: 0.722 / 0.122 / 0.626 / 0.505
[worst max path at each step]
stage,start,to,slack (ns)
4_1_cts,RX.C1.Q[2],RX.R1.Q[5],-0.25
5_1_grt,RX.C1.Q[2],RX.R1.Q[4],-0.30
6_report,RX.C1.Q[2],RX.R1.Q[2],-0.25
[Yosys cell counts]
master	number	area share, %
nor3_1	2	0.75
mux2_4	1	1.1
a22o_1	2	1.3
a31oi_4	1	1.6
a31oi_1	1	0.47
a21o_1	3	1.7
or2_2	2	0.94
dfrtp_1	8	15
nand2_1	8	2.2
a22oi_1	2	1.1
nor2b_1	4	1.9
o21bai_1	1	0.56
and2_1	1	0.47
nand3_1	5	1.9
dfrtn_1	16	30
buf_2	3	1.1
xor2_1	2	1.3
inv_1	6	1.7
nand2b_1	2	0.94
mux2_2	8	6.7
a221o_1	1	0.75
and3_1	2	0.94
mux2i_1	2	1.5
ha_1	1	0.94
nor2_1	9	2.5
o21ai_0	9	3.4
dlxtn_1	8	9.0
buf_6	1	0.84
nor4_1	3	1.4
a21oi_1	1	0.37
nor4b_1	1	0.65
clkbuf_1	4	1.1
xnor2_1	6	3.9
[per-layer routing]
| metal | vias to the layer above | wire length [µm] |
|---|---|---|
| met5 | - | 0 |
| met4 | 0 | 27 |
| met3 | 2 | 122 |
| met2 | 14 | 931 |
| met1 | 414 | 1285 |
| li1 | 462 | - |
[logic make-up after synthesis]
logic type | after synthesis | share of synthesized area, %
AND-OR/OR-AND | 21 | 11.23
XOR/XNOR | 8 | 5.239
adder cells (fa/ha/maj) | 1 | 0.9353
buffers and inverters | 14 | 4.770
flip-flops | 24 | 44.90
latches | 8 | 8.980
multiplexers | 11 | 9.355
AND/OR/NAND/NOR | 39 | 14.59
[worst reg2reg max path: cells and delay by family (launching register included)]
kind             cells  cell delay, ns
flip-flops           1            0.41
AND/OR/NAND/NOR      2            0.35
multiplexers         1            0.35
[what timing repair did]
action,CTS,global route
gates resized,24,0
endpoints found under the setup margin,16,16
pin swaps,1,0
setup buffers,3,1
No activity file was given, so power comes from the tool's default toggle rates.
